$ cat ./run.sh
#!/bin/bash
# OpenROAD 26Q1-2900-gdf79404cd8, Yosys 0.63+post, stock flow scripts
make -C /OpenROAD-flow-scripts/flow DESIGN_CONFIG=/design/flow/config.mk WORK_HOME=/design/flow/orfs finish
$ cat ./config.mk
export PLATFORM = sky130hd
export DESIGN_NAME = ahb2apb_bridge
export DESIGN_NICKNAME = ahb2apb_bridge
export VERILOG_FILES = /design/flow/design.v
export SDC_FILE = /design/flow/constraint.sdc
export NUM_CORES = 4
export LEC_CHECK = 1
export CORE_AREA = 10 10 132 132
export DIE_AREA = 0 0 142 142
$ cat ./constraint.sdc
current_design ahb2apb_bridge

set clk_period 3.5
set clk_io_pct 0.2

create_clock -name clk0 -period $clk_period [get_ports {hclk}]

set non_clock_inputs [all_inputs -no_clocks]
set_input_delay [expr $clk_period * $clk_io_pct] -clock clk0 $non_clock_inputs
set_output_delay [expr $clk_period * $clk_io_pct] -clock clk0 [all_outputs]
$ cat ./design.v
`timescale 1ns / 1ps
module ahb2apb_bridge (
    input hclk,                 
    input hresetn,              
    input hselapb,              
    input hwrite,               
    input [1:0] htrans,         
    input [31:0] haddr,         
    input [31:0] hwdata,        
    input [31:0] prdata,        
    output reg [31:0] paddr,    
    output reg [31:0] pwdata,   
    output reg psel,            
    output reg penable,         
    output reg pwrite,          
    output reg hresp,           
    output reg hready,          
    output reg [31:0] hrdata    
);
    parameter IDLE     = 3'b000;
    parameter READ     = 3'b001;
    parameter RENABLE  = 3'b010;
    parameter W_WAIT    = 3'b011;
    parameter WRITE    = 3'b100;
    parameter WRITE_P  = 3'b101;
    parameter WENABLE  = 3'b110;
    parameter WENABLE_P = 3'b111;
    reg [2:0] present_state, next_state;
    reg [31:0] haddr_temp, hwdata_temp;    
    reg valid, hwrite_temp;                
    always @(*) begin
        valid = (hselapb == 1'b1) && (htrans == 2'b10 || htrans == 2'b11);
    end
    always @(posedge hclk or negedge hresetn) begin
        if (!hresetn)
            present_state <= IDLE;
        else
            present_state <= next_state;
    end
    always @(*) begin
        next_state = present_state;
        psel = 1'b0;
        penable = 1'b0;
        pwrite = 1'b0;
        hready = 1'b1;
        hresp = 1'b0;
        paddr = 32'b0;
        pwdata = 32'b0;
        hrdata = 32'b0;
        case (present_state)
            IDLE: begin
                hready = 1'b1;
                if (valid) begin
                    if (hwrite == 1'b0)
                        next_state = READ;
                    else
                        next_state = W_WAIT;
                end
            end
            READ: begin
                psel = 1'b1; 
                paddr = haddr;
                pwrite = 1'b0;
                hready = 1'b0;   
                next_state = RENABLE;
            end
            RENABLE: begin
                penable = 1'b1;
                hrdata = prdata;     
                hready = 1'b1;       
                if (valid) begin
                    if (hwrite == 1'b0)
                        next_state = READ;
                    else
                        next_state = W_WAIT;
                end else
                    next_state = IDLE;
            end
            W_WAIT: begin
                haddr_temp = haddr;
                hwdata_temp = hwdata;
                hwrite_temp = hwrite;
                if (valid)
                    next_state = WRITE_P;
                else
                    next_state = WRITE;
            end
            WRITE: begin
                psel = 1'b1;
                paddr = haddr_temp;
                pwdata = hwdata_temp;
                pwrite = 1'b1;
                hready = 1'b0;
                if (valid)
                    next_state = WENABLE_P;
                else
                    next_state = WENABLE;
            end
            WRITE_P: begin
                psel = 1'b1;
                paddr = haddr_temp;
                pwdata = hwdata_temp;
                pwrite = 1'b1;
                hready = 1'b0;
                next_state = WENABLE_P;    
            end
            WENABLE: begin
                penable = 1'b1;    
                hready = 1'b1;     
                if (valid) begin
                    if (hwrite == 1'b0)
                        next_state = READ;
                    else
                        next_state = W_WAIT;
                end else
                    next_state = IDLE;
            end
            WENABLE_P: begin
                penable = 1'b1;
                hready = 1'b1;
                if (valid) begin
                    if (hwrite == 1'b1)
                        next_state = WRITE_P;
                    else
                        next_state = READ;
                end else if (hwrite == 1'b0)
                    next_state = READ;
            end
            default: next_state = IDLE;
        endcase
    end
endmodule
==> flow_summary.json <==
{
  "max_rail_drop_vdd_uv": 235,
  "worstSkewPairLatency_ps": 230,
  "floorplan.die.height_um": 142,
  "gp_congestion": 0.799,
  "path_class": "flip-flop to output port",
  "end_kind": "output port",
  "finalWorstPathRequiredPeriod_ps": 3240,
  "syn_avg_cell_area_um2": 8.89,
  "top_cell": "sky130_fd_sc_hd__dlxtn_1",
  "cts-root-to-sink-buffers": 2,
  "slew_viol_final": 0,
  "numCtsBuffers": 3,
  "synthCells": 326,
  "power_density_over_the_cells_nw_per_um2": 315,
  "cts.root.buffer_cell": "sky130_fd_sc_hd__clkbuf_16",
  "chip_area_um2": 20200,
  "unconstrained_endpoints": 64,
  "netlist.top_cell.by_area": "sky130_fd_sc_hd__dlxtn_1",
  "initCoreUtil_pct": 19.9,
  "report.final.hold_viol_count": 0,
  "core_um2": 14500,
  "hold_path.class": "flip-flop to flip-flop",
  "prevailing_post_synth_register_cell": "sky130_fd_sc_hd__dlxtn_1",
  "synth-edff-count": 0,
  "wl_per_cell_um": 15.7,
  "p_leak_uw": 0.00208,
  "grt_max_degree": 68,
  "drt-initial-drc-count": 89,
  "global_route_wire_length_before_repair_um": 15900,
  "worst_setup_path_startpoint": "present_state[7]",
  "yosysWarningCount": 1,
  "io_pins": 203,
  "worstPathRequired_ps": 2800,
  "cell_count_in_the_yosys_report": 326,
  "common_cells": "sky130_fd_sc_hd__dlxtn_1 (64), sky130_fd_sc_hd__o21ai_0 (56), sky130_fd_sc_hd__inv_1 (32)",
  "syn-cell-area_um2": 2900,
  "clk_pin_slew_worst_paths_ps": 30,
  "io_buffers": 200,
  "yosys-stat-area_um2": 2900,
  "cts_setup_buffers": 0,
  "warning_count": 26,
  "max_cap_viol_count": 0,
  "globalRouteOverflowTotal": 0,
  "final.hold.worst_slack_ps": 540,
  "clock_skew_ps": 5.67,
  "min_period_over_period_pct": 92.5,
  "arrival_ps": 2540,
  "tritoncts": "yes",
  "antenna_found_initial": 0,
  "fin_setup_tns_ps": 0,
  "run_status": "finished, final reports clean",
  "grt_pass1_vias": 2713,
  "cts_resized": 0,
  "netlist.area_leader.share_pct": 33.2,
  "synthArstFlopShare_pct": 11.1,
  "maxSlewHeadroom_pct": 45.6,
  "timing_worst_slew_pin_value_ps": 816,
  "holdCritStartpoint": "present_state[6]",
  "htreeDepth": 1,
  "die-width_um": 142,
  "critical_path_peak_fanout": 60,
  "drc": 0,
  "ys_ff": 72,
  "antenna_cells": 0,
  "top_cells_by_area": "sky130_fd_sc_hd__dlxtn_1 (33%), sky130_fd_sc_hd__nor4b_2 (13%), sky130_fd_sc_hd__o21ai_0 (9.7%)",
  "max_freq_ghz": 0.309,
  "rr_startpoint": "present_state[0]",
  "totalWireLength_um": 10700,
  "timing.critical_path.from_type": "flip-flop",
  "post_synth_num_cell_types": 32,
  "unclocked_regs": 64,
  "syn2layout_area_growth_pct": 75.2,
  "vias_per_cell": 4.35,
  "setup-violations-final": 0,
  "drt.antenna.violating_nets": 0,
  "grt_use_total_pct": 9.56,
  "drive_gt1_share_pct": 10.8,
  "number_of_vias_in_the_routed_layout": 2967,
  "placementRows": 44,
  "postCtsHoldBufs": 0,
  "detailed_place_hpwl_um": 8120,
  "rsz0062_at_grt": "false",
  "drt_first_pass_iters": 4
}
[cell families after synthesis]
group           synth area share, %
compound gates                 12.0
buf+inv                        11.5
flops                          6.95
latches                        33.2
other cells                   0.129
simple gates                   36.2
[state kept, by name (all words and copies together) (netlist names)]
register and flops:
haddr_temp 32, present_state 8, hwdata_temp 32
[per-stage QoR]
step / util [%] / power (uW) / cell area [um^2] / setup WS [ps] / instances
after global placement: 34.4 / 1430 / 5000 / 313 / 678
after CTS: 34.9 / 1640 / 5080 / 247 / 682
after detailed placement: 34.4 / 1430 / 5000 / 288 / 678
final: 34.9 / 1600 / 5080 / 262 / 682
after global routing: 34.9 / 1720 / 5080 / 145 / 682
after floorplan: - / 728 / 2900 / 1420 / 326
[cells in the final DEF (no fill, tap or decap), types with 2 or more instances in the layout]
master and instances:
sky130_fd_sc_hd__nor3_1 30, sky130_fd_sc_hd__or4b_1 25, sky130_fd_sc_hd__o21ai_0 56, sky130_fd_sc_hd__clkdlybuf4s50_1 200, sky130_fd_sc_hd__or2_2 2, sky130_fd_sc_hd__nor4b_2 25
sky130_fd_sc_hd__and2_1 2, sky130_fd_sc_hd__nor4b_1 6, sky130_fd_sc_hd__nor3_2 4, sky130_fd_sc_hd__dfrtp_1 6, sky130_fd_sc_hd__or3_1 2, sky130_fd_sc_hd__buf_4 8
sky130_fd_sc_hd__nor2_1 2, sky130_fd_sc_hd__or4b_2 7, sky130_fd_sc_hd__a21oi_1 2, sky130_fd_sc_hd__clkbuf_16 3, sky130_fd_sc_hd__dlxtn_1 64, sky130_fd_sc_hd__inv_1 32
sky130_fd_sc_hd__o21ai_1 8
[per-layer routing]
metal,up-vias,global-route usage [%],wire length [um]
li1,1501,-,-
met1,1361,13.3,4780
met2,103,15.4,5100
met3,2,2.61,761
met4,0,0.323,40
met5,-,0,0
[final timing paths]
check | slack (ps) | end | depth (start not counted)
worst max-delay path | 260 | pwdata[3] | 3
worst min-delay path | 540 | present_state[1] | 1
worst max register to register | 2100 | present_state[4] | 2
worst min register to register | 540 | present_state[1] | 1
max in group asynchronous | 2450 | present_state[0] | 1
min in group asynchronous | 740 | present_state[2] | 1
[where the power goes]
part	internal, uW	switching, uW	total, uW
sequential	317	33.1	350
combinational	665	387	1050
clock	152	44.1	196
[critical path, cell delays in order, from the launching register on]
cell,delay (ps)
sky130_fd_sc_hd__dfrtp_1,430
sky130_fd_sc_hd__or4_4,860
sky130_fd_sc_hd__nor4b_1,450
sky130_fd_sc_hd__clkdlybuf4s50_1,550
[area by class of cell]
type	instances	area, um^2
Timing Repair Buffer	209	2080
Multi-Input combinational cell	181	1400
Tap cell	184	230
Clock buffer	4	78.8
Inverter	32	120
Sequential cell	72	1160
Fill cell	1447	9460
Power is estimated from default activity; no workload was simulated.
